`/design/flow/config.mk`:
```
export PLATFORM = sky130hd
export DESIGN_NAME = two_input_led_adder
export DESIGN_NICKNAME = two_input_led_adder
export VERILOG_FILES = /design/flow/design.v
export SDC_FILE = /design/flow/constraint.sdc
export NUM_CORES = 4
export LEC_CHECK = 1
export CORE_AREA = 10 10 70 70
export DIE_AREA = 0 0 80 80
```
`/design/flow/constraint.sdc`:
```
current_design two_input_led_adder

set clk_period 1.9
set clk_io_pct 0.2

create_clock -name clk0 -period $clk_period

set non_clock_inputs [all_inputs -no_clocks]
set_input_delay [expr $clk_period * $clk_io_pct] -clock clk0 $non_clock_inputs
set_output_delay [expr $clk_period * $clk_io_pct] -clock clk0 [all_outputs]
```
`/design/flow/design.v`:
```
module two_input_led_adder(input logic [3:0] a, b,
                            output logic [4:0] sum);
    assign sum = a + b;
endmodule
```
`/design/flow/run.sh`:
```
#!/bin/bash
# OpenROAD 26Q1-2900-gdf79404cd8, Yosys 0.63+post, stock flow scripts
make -C /OpenROAD-flow-scripts/flow DESIGN_CONFIG=/design/flow/config.mk WORK_HOME=/design/flow/orfs finish
```
==> notes.md <==
yosys + openroad results -> status finished clean, first-pass GRT wire length 814 um, Final Wtd Congestion 0.771, Die Span X 80 um, Fin Hold WS 1350 ps, 1st-iter DRT viols 0, Synth cell types 9, post-route minimum period 1840 ps, cell leakage power 0.138 nW, share of cells above drive strength 1 44.8%, final cell count without fillers 75, crit-path max FO 2, period utilization 96.8%, hpwl dp 482 um, Synth area leader ha_1, final WL 546 um, total track usage 1.57%, # rows 21, wire length per cell 7.28 um, top cells by area ha_1 37%, fa_1 15%, xnor2_1 13%, inv_1 11%, a21oi_2 6.4%, startpoint class of the critical path input port, register area 0 um^2, Pwr Density 221 nW/um^2, RSZ-0062 raised after global routing no, post-layout utilization of the core 10.1%, chip area 6400 um^2, total grt overflow 0, CLK BUF 0, Layout area overhead 152%, hold_buf cts 0, comb. cell area 164 um^2, Core ar. 3420 um^2, worst rel slew slack 90.2%, registers 0, Yosys Instances 16, setup violators final 0, top post-synthesis cells by count 4 x ha_1, 4 x inv_1, 2 x xnor2_1, Worst Max-Slew Pin Slew 146 ps, YS warnings 0, average cell area after synthesis 8.52 um^2, I/O pin total 13, post-route ant nets 0, Final Hold Fails 0, Post-Syn Instances 16, dpl cells 75, Vias 156, Detailed Routing Iterations Pass 1 1, Seq share, synth 0%, vias per cell 2.08, largest net degree at the start of global routing 4, maximum vdd ir drop 0.0356 mV, Fmax 544 MHz, vias in the first global route 165, Max Slew Vio Count 0, total power draw 76.0 uW, chip height 80 um, FP Core Util 3.99%, Worst Hold Class in2out, # DRC 0, max_cap viols 0, chip area estimate from yosys synthesis 136 um^2, Setup CP Type in2out, mapped cell area 136 um^2, Design Area, Final 344 um^2, Area after DPL 324 um^2, n_diodes 0, # port buffers 13, crit path DAT 1460 ps, top area contributor share 36.7%, initial antenna violation count 0, WP data required 1520 ps, CP endpoint kind output pin, number of fillers in the final layout 402, Log Warnings 32
## power by group
group,switching (mW),internal (mW)
Sequential,0,0
Clock,0,0
Combinational,0.0268,0.0492
Total,0.0268,0.0492
## final cells by class
cell class                 count  share of cell area, %
inverter                       4                   4.36
tap                           46                   16.7
multi-input combinational     12                   47.6
timing repair buffer          13                   31.3
## worst paths after layout
check / startpoint / endpoint / cells after the start
setup / recovery: a[0] / sum[1] / 6
hold / removal: b[2] / sum[4] / 5
## placed cells by master (no fill, tap or decap), types with 2 or more instances in the layout
master           n
xnor2_1          2
ha_4             3
clkbuf_2         2
inv_2            2
dlygate4sd2_1    5
inv_1            2
clkdlybuf4s50_1  3
## worst max-delay path: stages
cell	delay, ps
buf_4	100
ha_4	130
inv_2	40
fa_2	540
inv_1	30
dlygate4sd2_1	230
## through the flow
| stage | TNS [ps] | setup slack (ps) |
|---|---|---|
| after detailed placement | -2560 | -780 |
| after floorplan | 0 | 349 |
| after CTS | 0 | 10.6 |
| final | 0 | 60.3 |
| after global placement | -2480 | -720 |
| after global routing | 0 | 10.7 |
## routing by layer
metal,track usage (%),wire length [um],up-vias
met5,0,0,-
met4,0,0,0
met3,1.36,133,0
met2,2.01,168,11
met1,2.05,245,68
li1,-,-,77
## cell families (layout without fill, tap and decap cells)
logic type      after synthesis  after routing  synth area share [%]
compound gates                3              3                  15.6
buf+inv                       4             17                  11.0
simple gates                  2              2                  9.18
xor+xnor                      2              2                  12.8
fa+ha+maj                     5              5                  51.4
## repair_timing
item	in CTS	in global routing
pin swaps	6	3
buffers inserted	0	0
endpoints found under the setup margin	5	1
endpoints found under the hold margin	0	0
gates resized	27	6
Power figures rest on the tool's default switching activity, not on a simulated workload.

## /design/flow/run.sh

```bash
#!/bin/bash
# OpenROAD 26Q1-2900-gdf79404cd8, Yosys 0.63+post, stock flow scripts
make -C /OpenROAD-flow-scripts/flow DESIGN_CONFIG=/design/flow/config.mk WORK_HOME=/design/flow/orfs finish
```

## /design/flow/config.mk

```make
export PLATFORM = sky130hd
export DESIGN_NAME = multiplexed_seven_segment
export DESIGN_NICKNAME = multiplexed_seven_segment
export VERILOG_FILES = /design/flow/design.v
export SDC_FILE = /design/flow/constraint.sdc
export NUM_CORES = 4
export LEC_CHECK = 1
export CORE_AREA = 10 10 97 97
export DIE_AREA = 0 0 107 107
```

## /design/flow/constraint.sdc

```tcl
current_design multiplexed_seven_segment

set clk_period 2.4
set clk_io_pct 0.2

create_clock -name clk0 -period $clk_period [get_ports {clk}]

set non_clock_inputs [all_inputs -no_clocks]
set_input_delay [expr $clk_period * $clk_io_pct] -clock clk0 $non_clock_inputs
set_output_delay [expr $clk_period * $clk_io_pct] -clock clk0 [all_outputs]
```

## /design/flow/design.v

```verilog
module multiplexed_seven_segment (
    input  logic        clk,          
    input  logic        rst_n,        
    input  logic [3:0]  in0,          
    input  logic [3:0]  in1,          
    output logic [6:0]  seg0,         
    output logic [6:0]  seg1          
);
    logic        sel;                   
    logic [3:0]  mux_in;                
    logic [6:0]  decoded;               
    always_ff @(posedge clk or negedge rst_n) begin
        if (!rst_n)
            sel <= 1'b0;
        else
            sel <= ~sel;
    end
    always_comb begin
        mux_in = (sel) ? in1 : in0;
    end
    always_comb begin
        case (mux_in)
            4'h0: decoded = 7'b0000001;
            4'h1: decoded = 7'b1001111;
            4'h2: decoded = 7'b0010010;
            4'h3: decoded = 7'b0000110;
            4'h4: decoded = 7'b1001100;
            4'h5: decoded = 7'b0100100;
            4'h6: decoded = 7'b0100000;
            4'h7: decoded = 7'b0001111;
            4'h8: decoded = 7'b0000000;
            4'h9: decoded = 7'b0000100;
            4'hA: decoded = 7'b0001000;
            4'hB: decoded = 7'b1100000;
            4'hC: decoded = 7'b0110001;
            4'hD: decoded = 7'b1000010;
            4'hE: decoded = 7'b0110000;
            4'hF: decoded = 7'b0111000;
            default: decoded = 7'b1111111;
        endcase
    end
    always_ff @(posedge clk or negedge rst_n) begin
        if (!rst_n) begin
            seg0 <= 7'b1111111;
            seg1 <= 7'b1111111;
        end else begin
            if (sel)
                seg1 <= decoded;
            else
                seg0 <= decoded;
        end
    end
endmodule
```

==> flow_metrics.env <==
# yosys + openroad results
export IMPL_antenna_left=0
export IMPL_leakage_nw=0.527
export IMPL_drive_above_1_share_pct=22.0
export IMPL_ys_warn_count=1
export IMPL_grt_overflow=0
export IMPL_wire_per_inst_um=11.0
export IMPL_drv_cap=0
export IMPL_edf_count=0
export IMPL_fp_utilization_pct=13.2
export IMPL_met3_usage_pct=1.64
export IMPL_finalClockPeriodUsage_pct=89.4
export IMPL_grt_busiest_layer="met2"
export IMPL_die_h_um=107
export IMPL_yosysUniqueCellTypes=31
export IMPL_clk_latency_ns=0.24
export IMPL_comb_power_share_pct=22.5
export IMPL_grt_pass1_vias=799
export IMPL_hold_viol_final=0
export IMPL_required_ns=2.57
export IMPL_numCtsBuffers=3
export IMPL_finalSetupViolations=0
export IMPL_antenna_cells_inserted=0
export IMPL_slew_headroom_pct=56.8
export IMPL_fmax_ghz=0.466
export IMPL_use_met2_pct=6.72
export IMPL_p_seq_share_pct=46.6
export IMPL_warnings=30
export IMPL_switching_share_pct=23.7
export IMPL_reg2regPathDepth=6
export IMPL_cts_sinks=15
export IMPL_hold_path_class="flop to flop"
export IMPL_chipArea_um2=11400
export IMPL_firstDrtPassIters=2
export IMPL_post_place_ws_ns=-0.00161
export IMPL_ys_cells=99
export IMPL_postCtsSetupBuffers=0
export IMPL_gp_congestion=0.809
export IMPL_intPower_mw=0.492
export IMPL_dp_hpwl_mm=1.97
export IMPL_dieWidth_um=107
export IMPL_grt_total_usage_pct=4.49
export IMPL_p_sw_mw=0.153
export IMPL_port_buffers=23
export IMPL_flop_cell="dfstp_2"
export IMPL_peakVddDrop_mv=0.159
export IMPL_htree_levels=1
export IMPL_power_density_nw_per_um2=466
export IMPL_clkTransAtPathRegs_ns=0.06
export IMPL_synth_seq_share_pct=40.7
export IMPL_root_buffer="clkbuf_8"
export IMPL_vias=798
export IMPL_drc=0
export IMPL_drt_iter0_drc=35
export IMPL_worstSetupPathType="input port to flop"
export IMPL_tritoncts="done"
export IMPL_tightestPinTransition_ns=0.646
export IMPL_rows=31
export IMPL_start_kind="input port"
export IMPL_arrival_ns=2.31
export IMPL_cts_buffer_depth=2
export IMPL_endpoint_kind="flop"
export IMPL_io_pins=24
export IMPL_hold_buffers=0
export IMPL_avgSynthCellArea_um2=9.74
export IMPL_fin_crit_ns=2.15
export IMPL_synthCells=99
export IMPL_area_delta_synth_final_pct=43.3
export IMPL_ys_async_sr_fraction_pct=100
export IMPL_synth_flops=15
export IMPL_setup_ws_ns=0.254
export IMPL_ys_area_um2=965
export IMPL_drv_slew=0
export IMPL_ctsResizeCount=0
export IMPL_pwr_share_clk_pct=30.9
export IMPL_grt_first_pass_wirelength_mm=4.22
export IMPL_core_region_area_um2=7290
export IMPL_status="completed"
export IMPL_crit_fanout=6
export IMPL_grt_max_degree=25
export IMPL_gr_usage_met1_pct=6.35
export IMPL_whs_ns=0.466
export IMPL_antenna_found_initial=0
export IMPL_syn_cell_area_um2=965
export IMPL_fin_skew_ns=0.00484
export IMPL_drt_wl_total_mm=2.48
export IMPL_routed_via_density=3.53
export IMPL_rsz0062_at_grt="no"
export IMPL_whs_path_depth=2
-- power by group through the flow --
stage	clock network, mW	registers, mW	logic, mW
after CTS	0.208	0.301	0.150
final	0.199	0.300	0.145
after global routing	0.220	0.304	0.165
-- layout make-up --
class / instances / area [um^2]
fill: 840 / 5910
multi-input combinational: 71 / 512
sequential: 15 / 393
timing repair buffer: 30 / 283
tap: 99 / 124
clock buffer: 4 / 45.0
inverter: 7 / 26.3
-- per-layer routing --
| metal | up-vias | wire length (um) |
|---|---|---|
| li1 | 408 | - |
| met1 | 370 | 1270 |
| met2 | 20 | 1050 |
| met3 | 0 | 158 |
| met4 | 0 | 0 |
| met5 | - | 0 |
-- critical path, cell delays in order --
cell and delay (ns):
clkdlybuf4s50_1 0.44, mux2i_1 0.32, ha_1 0.31, nor2_1 0.06, o32ai_1 0.37, a21oi_1 0.15, a31oi_1 0.19
-- Yosys cell counts (all sizes together), types with 4 or more instances --
master	count	area share, %
ha	6	7.8
a31oi	5	3.2
mux2i	7	8.6
a21oi	12	6.2
inv	7	2.7
buf	4	2.7
nor2	16	6.5
dfstp	14	38
-- cells in the final DEF (no fill, tap or decap) --
master           Yosys  routed
a31oi_1              5       5
a2bb2oi_1            1       1
dfstp_2             14      14
dfrtp_1              1       1
a211oi_1             1       1
a311oi_1             1       1
o21ai_1              2       2
a21o_1               2       2
o21a_1               1       1
clkdlybuf4s50_1      0      23
nor2_2               1       1
clkbuf_8             0       3
o22a_1               2       2
or2_1                1       1
ha_1                 6       6
nor3b_2              1       1
a211o_1              2       2
a21oi_1             12      12
nand2_1              1       1
mux2i_4              1       1
o32ai_1              1       1
buf_4                0       7
nand2b_1             2       2
a2bb2oi_2            1       1
inv_1                7       7
nand3b_1             1       1
mux2_1               2       2
o311ai_1             1       1
mux2i_1              6       6
clkbuf_1             2       1
nor2_1              15      15
nor3_1               2       2
-- through the flow --
step | setup TNS [ns] | instances | total power, mW | utilization (%) | area, um^2
2_1_floorplan | 0 | 99 | 0.363 | - | 965
3_3_place_gp | 0 | 222 | 0.452 | 18.3 | 1340
3_5_place_dp | -0.00161 | 222 | 0.452 | 18.3 | 1340
4_1_cts | 0 | 226 | 0.659 | 19.0 | 1380
5_1_grt | 0 | 226 | 0.689 | 19.0 | 1380
6_report | 0 | 226 | 0.644 | 19.0 | 1380
-- flip-flops by register name (all words and copies together) (netlist names) --
register,cells
seg0,7
seg1,7
sel,1
-- kinds of logic after synthesis --
group                      share of synthesized area, %
AOI/OAI and AO/OA                                  22.4
adders and majority gates                          7.78
buffers and inverters                              6.23
DFF                                                40.7
muxes                                              10.9
and+or+nand+nor                                    11.9
-- path summary, 6_finish.rpt --
path	from	end	slack [ns]
setup / recovery	in1[1]	seg1[6]$_DFFE_PN1P_	0.25
hold / removal	seg0[5]$_DFFE_PN1N_	seg0[5]$_DFFE_PN1N_	0.47
setup reg to reg	sel$_DFF_PN0_	seg1[6]$_DFFE_PN1P_	0.47
hold reg to reg	seg0[5]$_DFFE_PN1N_	seg0[5]$_DFFE_PN1N_	0.47
max in group asynchronous	rst_n	sel$_DFF_PN0_	1.35
min in group asynchronous	rst_n	sel$_DFF_PN0_	0.64
Power figures rest on the tool's default switching activity, not on a simulated workload.

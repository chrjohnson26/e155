### /design/flow/design.v
module segment(input logic [3:0] s,
                output logic [6:0] seg);
    always_comb begin
        case (s)
			4'b0000 :   seg = ~(7'b0111111);
            4'b0001 :   seg = ~(7'b0000110);
            4'b0010 :   seg = ~(7'b1011011);
            4'b0011 :   seg = ~(7'b1001111);
            4'b0100 :   seg = ~(7'b1100110);
            4'b0101 :   seg = ~(7'b1101101);
            4'b0110 :   seg = ~(7'b1111101);
            4'b0111 :   seg = ~(7'b0000111);
            4'b1000 :   seg = ~(7'b1111111);
            4'b1001 :   seg = ~(7'b1100111);
            4'b1010 :   seg = ~(7'b1110111);
            4'b1011 :   seg = ~(7'b1111100);
            4'b1100 :   seg = ~(7'b0111001);
            4'b1101 :   seg = ~(7'b1011110);
            4'b1110 :   seg = ~(7'b1111001);
            4'b1111 :   seg = ~(7'b1110001);
            default:    seg = ~(7'b1111111);
        endcase
    end
endmodule
### /design/flow/run.sh
#!/bin/bash
# OpenROAD 26Q1-2900-gdf79404cd8, Yosys 0.63+post, stock flow scripts
make -C /OpenROAD-flow-scripts/flow DESIGN_CONFIG=/design/flow/config.mk WORK_HOME=/design/flow/orfs finish
### /design/flow/config.mk
export PLATFORM = sky130hd
export DESIGN_NAME = segment
export DESIGN_NICKNAME = segment
export VERILOG_FILES = /design/flow/design.v
export SDC_FILE = /design/flow/constraint.sdc
export NUM_CORES = 4
export LEC_CHECK = 1
export CORE_AREA = 10 10 70 70
export DIE_AREA = 0 0 80 80
### /design/flow/constraint.sdc
current_design segment

set clk_period 1.1
set clk_io_pct 0.2

create_clock -name clk0 -period $clk_period

set non_clock_inputs [all_inputs -no_clocks]
set_input_delay [expr $clk_period * $clk_io_pct] -clock clk0 $non_clock_inputs
set_output_delay [expr $clk_period * $clk_io_pct] -clock clk0 [all_outputs]
==> flow_metrics.tcl <==
# implementation run metrics
set metrics [dict create \
    outcome "finished with violations" \
    failed_checks "negative setup slack" \
    gr-usage-all-layers 0.0330 \
    synth.top_cell.area_share 0.294 \
    grt_pass1_wl_um 1750 \
    wl_um 1110 \
    leakagePower_uw 0.000274 \
    ant_nets 0 \
    dp_slack_ns -1.14 \
    final_core_util 0.188 \
    report.final.slew_viol_count 0 \
    finalSetupViolCount 7 \
    antenna_found_initial 0 \
    syn_area_per_cell_um2 7.51 \
    first_pass_iters 3 \
    final-instance-count-excl-fill 102 \
    ys_types 19 \
    syn_area_um2 255 \
    row_count 21 \
    pin_count 11 \
    rsz0062_at_grt "true" \
    place_congestion 0.776 \
    ir_drop_uv 208 \
    synth_seq_share 0 \
    top_cell "ha_1" \
    synth.top_cells.by_count "ha_1 (6), inv_1 (3), mux2i_1 (3), nor2_1 (3), o21ai_0 (3)" \
    drive_gt1_frac 0.804 \
    ys_area_um2 255 \
    drc 0 \
    overflow 0 \
    yosys_warnings 1 \
    hpwlAfterDp_um 709 \
    die_y_um 80 \
    placed_cells 95 \
    grt_pass1_vias 375 \
    coreArea_um2 3420 \
    syn_inst 34 \
    final.setup.worst_slack_ns -0.286 \
    fp-utilization 0.0747 \
    tool_warnings 40 \
    timing.final.crit_share 1.26 \
    crit_required_ns 0.88 \
    power_density_nw_per_um2 364 \
    dpl-instance-area_um2 465 \
    finalInstanceArea_um2 643 \
    worst_pin_slew_ns 0.223 \
    crit_type "input pin to primary output" \
    first_iter_violations 2 \
    synthToLayoutAreaGrowth_pct 152 \
    routed_via_density 3.22 \
    wl_per_cell_um 10.8 \
    top_area_cell "ha_1" \
    portBuffers 11 \
    endpoint_kind "primary output" \
    vias 328 \
    flop_area_um2 0 \
    drv_cap 0 \
    fmax_mhz 722 \
    cp.arrival_ns 1.17 \
    max_slew_margin 0.850 \
    hp-class "input pin to primary output" \
    nFlopsAndLatches 0 \
    die_area_um2 6400 \
    cp_max_fo 3 \
    n_antenna_cell 0 \
    cp-start-kind "input pin" \
    hold_viol 0 \
    die_w_um 80 \
    area_leaders "ha_1 (29%), mux2i_1 (12%), a22o_1 (6.9%)" \
    period_needed_ns 1.39 \
    yosys_cells 34 \
    clkbuf_count 0 \
    grt_max_degree 9 \
]
path summary, 6_finish.rpt:
path | start | to | slack [ns] | cells after the start
setup / recovery | s[0] | seg[6] | -0.29 | 6
hold / removal | s[3] | seg[2] | 0.89 | 4
area by class of cell:
| class | instances | area [um2] |
|---|---|---|
| Multi-Input combinational cell | 29 | 349 |
| Inverter | 3 | 23.8 |
| Tap cell | 46 | 57.6 |
| Fill cell | 387 | 2770 |
| Timing Repair Buffer | 24 | 213 |
cell families after synthesis:
kind of cell | Yosys count | synth area share
muxes | 4 | 0.162
AOI/OAI and AO/OA | 9 | 0.230
adders and majority gates | 6 | 0.294
and+or+nand+nor | 10 | 0.211
buffers and inverters | 5 | 0.103
cell usage in the layout (no fill, tap or decap):
master	Yosys	layout
nor2b_1	1	1
a21oi_2	0	1
clkdlybuf4s15_2	0	1
nor2_2	1	2
nor2_4	0	1
nand3_2	0	1
a22o_1	2	2
inv_8	0	1
o21ai_0	3	1
ha_2	0	1
nand2b_4	0	2
ha_4	0	5
mux2_2	1	1
inv_1	3	1
buf_12	0	1
o21ai_1	1	1
clkbuf_2	0	1
buf_6	1	4
nor2_1	3	1
a32o_2	0	1
mux2i_1	3	2
buf_4	0	9
buf_2	0	5
o21ai_2	0	2
nand2_1	1	1
mux2i_2	0	1
or3b_4	0	1
buf_8	0	2
dlygate4sd2_1	0	1
o22ai_2	0	1
inv_6	0	1
what timing repair did:
item                       in CTS  in global routing
buffers inserted                5                  1
hold buffers                    0                  0
resized                        64                 15
setup endpoints to repair       7                  7
pin swaps                       7                  9
cloned                          1                  0
worst max-delay path, stage by stage:
cell and delay, ns:
buf_12 0.11, buf_8 0.12, ha_4 0.16, mux2_2 0.25
a22o_1 0.19, buf_2 0.11
layer usage:
layer	GRT usage	wire (um)	vias to the layer above
met3	0.0114	78	0
met4	0	0	0
met2	0.0490	418	11
li1	-	-	166
met1	0.0475	609	151
met5	0	0	-
through the flow:
step	power (uW)	TNS [ns]	hold WS, ns
4_1_cts	208	-1.64	0.902
3_3_place_gp	157	-7.30	1.48
2_1_floorplan	67.2	-0.00318	0.540
5_1_grt	255	-1.59	0.927
6_report	234	-1.33	0.890
3_5_place_dp	163	-7.53	1.49
where the power goes:
part	leakage (uW)	internal, uW	switching (uW)
registers	0	0	0
logic	0.000274	133	101
clock network	0	0	0
Power figures rest on the tool's default switching activity, not on a simulated workload.
